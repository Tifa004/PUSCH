**flow/config.mk**
```make
export PLATFORM = sky130hd
export DESIGN_NAME = SdfUnit5
export DESIGN_NICKNAME = SdfUnit5
export VERILOG_FILES = /design/flow/design.v
export SDC_FILE = /design/flow/constraint.sdc
export NUM_CORES = 4
export LEC_CHECK = 1
export CORE_UTILIZATION = 40
```
**flow/constraint.sdc**
```tcl
current_design SdfUnit5

set clk_period 15.7
set clk_io_pct 0.2

create_clock -name clk0 -period $clk_period [get_ports {clk}]

set non_clock_inputs [all_inputs -no_clocks]
set_input_delay [expr $clk_period * $clk_io_pct] -clock clk0 $non_clock_inputs
set_output_delay [expr $clk_period * $clk_io_pct] -clock clk0 [all_outputs]
```
**flow/design.v**
```verilog
module Multiply #(
    parameter   WIDTH = 14
)(
    input   signed  [WIDTH-1:0] a_re,
    input   signed  [WIDTH-1:0] a_im,
    input   signed  [WIDTH-1:0] b_re,
    input   signed  [WIDTH-1:0] b_im,
    output  signed  [WIDTH-1:0] m_re,
    output  signed  [WIDTH-1:0] m_im
);
wire signed [WIDTH*2-1:0]   S1, S3,  S2,  S4,  S5;
assign  S1 = a_re * b_re;
assign  S3 = (a_re + a_im) * (b_re + b_im);
assign  S2 = a_im * b_im;
assign S4=S1-S2;
assign S5=S3-S1-S2;
assign  m_re = S4 >>> 10 ;
assign  m_im = S5 >>> 10;
endmodule
module DelayBuffer #(
    parameter   DEPTH = 128,
    parameter   WIDTH = 14
)(
    input clk,  
    input   [WIDTH-1:0] in_re,   
    input   [WIDTH-1:0] in_im,   
    output  [WIDTH-1:0] out_re,   
    output  [WIDTH-1:0] out_im    
);
reg [WIDTH-1:0] buf_re[0:DEPTH-1];
reg [WIDTH-1:0] buf_im[0:DEPTH-1];
integer n;
always @(posedge clk) begin
    for (n = DEPTH-1; n > 0; n = n - 1) begin
        buf_re[n] <= buf_re[n-1];
        buf_im[n] <= buf_im[n-1];
    end
    buf_re[0] <= in_re;
    buf_im[0] <= in_im;
end
assign  out_re = buf_re[DEPTH-1];
assign  out_im = buf_im[DEPTH-1];
endmodule
module Butterfly5 #(
    parameter WIDTH = 15
)(
    input  signed [WIDTH-1:0] x0_re,
    input  signed [WIDTH-1:0] x0_im,
    input  signed [WIDTH-1:0] x1_re,
    input  signed [WIDTH-1:0] x1_im,
    input  signed [WIDTH-1:0] x2_re,
    input  signed [WIDTH-1:0] x2_im,
    input  signed [WIDTH-1:0] x3_re,
    input  signed [WIDTH-1:0] x3_im,
    input  signed [WIDTH-1:0] x4_re,
    input  signed [WIDTH-1:0] x4_im,
    output signed [WIDTH-1:0] y0_re,
    output signed [WIDTH-1:0] y0_im,
    output signed [WIDTH-1:0] y1_re,
    output signed [WIDTH-1:0] y1_im,
    output signed [WIDTH-1:0] y2_re,
    output signed [WIDTH-1:0] y2_im, 
    output signed [WIDTH-1:0] y3_re,
    output signed [WIDTH-1:0] y3_im,
    output signed [WIDTH-1:0] y4_re,
    output signed [WIDTH-1:0] y4_im
);
    wire signed [WIDTH-1:0] b_re,b_im,c_re,c_im,d_re,d_im,e_re,e_im,b1_re,b1_im,c1_re,c1_im,d1_re,d1_im,e1_re,e1_im,b2_re,b2_im,c2_re,c2_im,d2_re,d2_im,e2_re,e2_im,b3_re,b3_im,c3_re,c3_im,d3_re,d3_im,e3_re,e3_im;
    wire[17:0]  wn_re[0:3];    
    wire[17:0]  wn_im[0:3];    
    assign wn_re[0] = 18'b000000000100111100; assign wn_im[0] = 18'b111111110000110010; 
    assign wn_re[1] = 18'b111111110011000011; assign wn_im[1] = 18'b111111110110100110; 
    assign wn_re[2] = 18'b111111110011000011; assign wn_im[2] = 18'b000000001001011001; 
    assign wn_re[3] = 18'b000000000100111100; assign wn_im[3] = 18'b000000001111001101; 
    Multiply #(.WIDTH(WIDTH)) M0 (
        .a_re(x1_re),
        .a_im(x1_im),
        .b_re(wn_re[0]),
        .b_im(wn_im[0]),
        .m_re(b_re),
        .m_im(b_im)
    );
    Multiply #(.WIDTH(WIDTH)) M1 (
        .a_re(x2_re),
        .a_im(x2_im),
        .b_re(wn_re[1]),
        .b_im(wn_im[1]),
        .m_re(c_re),
        .m_im(c_im)
    );
    Multiply #(.WIDTH(WIDTH)) M2 (
        .a_re(x3_re),
        .a_im(x3_im),
        .b_re(wn_re[2]),
        .b_im(wn_im[2]),
        .m_re(d_re),
        .m_im(d_im)
    );
    Multiply #(.WIDTH(WIDTH)) M3 (
        .a_re(x4_re),
        .a_im(x4_im),
        .b_re(wn_re[3]),
        .b_im(wn_im[3]),
        .m_re(e_re),
        .m_im(e_im)
    );
    Multiply #(.WIDTH(WIDTH)) M4 (
        .a_re(x1_re),
        .a_im(x1_im),
        .b_re(wn_re[1]),
        .b_im(wn_im[1]),
        .m_re(b1_re),
        .m_im(b1_im)
    );
    Multiply #(.WIDTH(WIDTH)) M5 (
        .a_re(x2_re),
        .a_im(x2_im),
        .b_re(wn_re[3]),
        .b_im(wn_im[3]),
        .m_re(c1_re),
        .m_im(c1_im)
    );
    Multiply #(.WIDTH(WIDTH)) M6 (
        .a_re(x3_re),
        .a_im(x3_im),
        .b_re(wn_re[0]),
        .b_im(wn_im[0]),
        .m_re(d1_re),
        .m_im(d1_im)
    );
    Multiply #(.WIDTH(WIDTH)) M7 (
        .a_re(x4_re),
        .a_im(x4_im),
        .b_re(wn_re[2]),
        .b_im(wn_im[2]),
        .m_re(e1_re),
        .m_im(e1_im)
    );
    Multiply #(.WIDTH(WIDTH)) M8 (
        .a_re(x1_re),
        .a_im(x1_im),
        .b_re(wn_re[2]),
        .b_im(wn_im[2]),
        .m_re(b2_re),
        .m_im(b2_im)
    );
    Multiply #(.WIDTH(WIDTH)) M9 (
        .a_re(x2_re),
        .a_im(x2_im),
        .b_re(wn_re[0]),
        .b_im(wn_im[0]),
        .m_re(c2_re),
        .m_im(c2_im)
    );
    Multiply #(.WIDTH(WIDTH)) M10 (
        .a_re(x3_re),
        .a_im(x3_im),
        .b_re(wn_re[3]),
        .b_im(wn_im[3]),
        .m_re(d2_re),
        .m_im(d2_im)
    );
    Multiply #(.WIDTH(WIDTH)) M11 (
        .a_re(x4_re),
        .a_im(x4_im),
        .b_re(wn_re[1]),
        .b_im(wn_im[1]),
        .m_re(e2_re),
        .m_im(e2_im)
    );
    Multiply #(.WIDTH(WIDTH)) M12 (
        .a_re(x1_re),
        .a_im(x1_im),
        .b_re(wn_re[3]),
        .b_im(wn_im[3]),
        .m_re(b3_re),
        .m_im(b3_im)
    );
    Multiply #(.WIDTH(WIDTH)) M13 (
        .a_re(x2_re),
        .a_im(x2_im),
        .b_re(wn_re[2]),
        .b_im(wn_im[2]),
        .m_re(c3_re),
        .m_im(c3_im)
    );
    Multiply #(.WIDTH(WIDTH)) M14 (
        .a_re(x3_re),
        .a_im(x3_im),
        .b_re(wn_re[1]),
        .b_im(wn_im[1]),
        .m_re(d3_re),
        .m_im(d3_im)
    );
    Multiply #(.WIDTH(WIDTH)) M15 (
        .a_re(x4_re),
        .a_im(x4_im),
        .b_re(wn_re[0]),
        .b_im(wn_im[0]),
        .m_re(e3_re),
        .m_im(e3_im)
    );
    assign y0_re = x0_re + x1_re + x2_re + x3_re + x4_re;
    assign y0_im = x0_im + x1_im + x2_im + x3_im + x4_im;
    assign y1_re = x0_re + b_re + c_re + d_re + e_re;
    assign y1_im = x0_im + b_im + c_im + d_im + e_im;
    assign y2_re = x0_re + b1_re + c1_re + d1_re + e1_re;
    assign y2_im = x0_im + b1_im + c1_im + d1_im + e1_im;
    assign y3_re = x0_re + b2_re + c2_re + d2_re + e2_re;
    assign y3_im = x0_im + b2_im + c2_im + d2_im + e2_im;
    assign y4_re = x0_re + b3_re + c3_re + d3_re + e3_re;
    assign y4_im = x0_im + b3_im + c3_im + d3_im + e3_im;
endmodule
module SdfUnit5 #(
    parameter   WIDTH = 14  
)(
    input                   clk,   
    input                   rst,   
    input                   di_en,   
    input       [WIDTH-1:0] di_re,   
    input       [WIDTH-1:0] di_im,   
    input on,
    output  reg             do_en,   
    output  reg [WIDTH-1:0] do_re,   
    output  reg [WIDTH-1:0] do_im    
);
reg             bf_en;       
wire[WIDTH-1:0] x0_re;       
wire[WIDTH-1:0] x0_im;       
wire[WIDTH-1:0] x1_re;       
wire[WIDTH-1:0] x1_im;       
wire[WIDTH-1:0] x2_re;
wire[WIDTH-1:0] x2_im;
wire[WIDTH-1:0] x3_re;
wire[WIDTH-1:0] x3_im;
wire[WIDTH-1:0] x4_re;
wire[WIDTH-1:0] x4_im;
wire[WIDTH-1:0] y0_re;       
wire[WIDTH-1:0] y0_im;       
wire[WIDTH-1:0] y1_re;       
wire[WIDTH-1:0] y1_im;       
wire[WIDTH-1:0] y2_re;
wire[WIDTH-1:0] y2_im;
wire[WIDTH-1:0] y3_re;
wire[WIDTH-1:0] y3_im;
wire[WIDTH-1:0] y4_re;
wire[WIDTH-1:0] y4_im;
wire[WIDTH-1:0] db_di_re;    
wire[WIDTH-1:0] db_di_im;    
wire[WIDTH-1:0] db_di_re2;    
wire[WIDTH-1:0] db_di_im2;    
wire[WIDTH-1:0] db_di_re3;    
wire[WIDTH-1:0] db_di_im3;    
wire[WIDTH-1:0] db_di_re4;    
wire[WIDTH-1:0] db_di_im4;    
wire[WIDTH-1:0] db_do_re;    
wire[WIDTH-1:0] db_do_im;    
wire[WIDTH-1:0] db_do_re2;    
wire[WIDTH-1:0] db_do_im2;    
wire[WIDTH-1:0] db_do_re3;    
wire[WIDTH-1:0] db_do_im3;    
wire[WIDTH-1:0] db_do_re4;    
wire[WIDTH-1:0] db_do_im4;    
wire[WIDTH-1:0] bf_sp_re;    
wire[WIDTH-1:0] bf_sp_im;    
reg             bf_sp_en;    
reg [2:0] counter;
reg [2:0] counter2;
wire bf_start , bf_end;
always @(posedge clk or posedge rst) begin
    if (rst) begin
        bf_en <= 1'b0;
        counter <= 3'b00;
        counter2 <= 3'b0;
    end else begin
        counter <= di_en && on ? counter == 3'd5 ? 3'b0 : counter + 1 :3'b00;
        bf_en <= di_en && on && counter==4'd3 ? ~bf_en : 1'b0;
        counter2 <= !bf_en ? counter2 +  1 : 3'b0 ;
    end
end
assign  x0_re = bf_en ? db_do_re : {WIDTH{1'bx}};
assign  x0_im = bf_en ? db_do_im : {WIDTH{1'bx}};
assign  x1_re = bf_en ? db_do_re2 : {WIDTH{1'bx}};
assign  x1_im = bf_en ? db_do_im2 : {WIDTH{1'bx}};
assign  x2_re = bf_en ? db_do_re3 : {WIDTH{1'bx}};
assign  x2_im = bf_en ? db_do_im3 : {WIDTH{1'bx}};
assign  x3_re = bf_en ? db_do_re4 : {WIDTH{1'bx}};
assign  x3_im = bf_en ? db_do_im4 : {WIDTH{1'bx}};
assign  x4_re = bf_en ? di_re : {WIDTH{1'bx}};
assign  x4_im = bf_en ? di_im : {WIDTH{1'bx}};
Butterfly5 #(.WIDTH(WIDTH)) BF (
    .x0_re  (x0_re  ),   
    .x0_im  (x0_im  ),   
    .x1_re  (x1_re  ),   
    .x1_im  (x1_im  ),   
    .x2_re  (x2_re  ),   
    .x2_im  (x2_im  ),   
    .x3_re  (x3_re  ),   
    .x3_im  (x3_im  ),   
    .x4_re  (x4_re  ),   
    .x4_im  (x4_im  ),   
    .y0_re  (y0_re  ),   
    .y0_im  (y0_im  ),   
    .y1_re  (y1_re  ),   
    .y1_im  (y1_im  ),    
    .y2_re  (y2_re  ),   
    .y2_im  (y2_im  ),    
    .y3_re  (y3_re  ),   
    .y3_im  (y3_im  ),    
    .y4_re  (y4_re  ),   
    .y4_im  (y4_im  )    
);
DelayBuffer #(.DEPTH(4),.WIDTH(WIDTH)) DB1 (
    .clk     (clk        ),   
    .in_re   (db_di_re   ),   
    .in_im   (db_di_im   ),   
    .out_re  (db_do_re   ),   
    .out_im  (db_do_im   )    
);
DelayBuffer #(.DEPTH(3),.WIDTH(WIDTH)) DB2 (
    .clk     (clk         ),   
    .in_re   (db_di_re2   ),   
    .in_im   (db_di_im2   ),   
    .out_re  (db_do_re2   ),   
    .out_im  (db_do_im2   )    
);
DelayBuffer #(.DEPTH(2),.WIDTH(WIDTH)) DB3 (
    .clk     (clk        ),   
    .in_re   (db_di_re3   ),   
    .in_im   (db_di_im3   ),   
    .out_re  (db_do_re3   ),   
    .out_im  (db_do_im3   )    
);
DelayBuffer #(.DEPTH(1),.WIDTH(WIDTH)) DB4 (
    .clk     (clk         ),   
    .in_re   (db_di_re4   ),   
    .in_im   (db_di_im4   ),   
    .out_re  (db_do_re4   ),   
    .out_im  (db_do_im4   )    
);
assign  db_di_re = bf_en ? y4_re : counter==0 ? di_re : 0;
assign  db_di_im = bf_en ? y4_im : counter==0 ? di_im : 0;
assign  db_di_re2 = bf_en ? y3_re : counter==1 ? di_re : 0;
assign  db_di_im2 = bf_en ? y3_im : counter==1 ? di_im : 0;
assign  db_di_re3 = bf_en ? y2_re : counter==2 ? di_re : 0;
assign  db_di_im3 = bf_en ? y2_im : counter==2 ? di_im : 0;
assign  db_di_re4 = bf_en ? y1_re : counter==3 ? di_re : 0;
assign  db_di_im4 = bf_en ? y1_im : counter==3 ? di_im : 0;
assign  bf_sp_re = bf_en ? y0_re : counter2==0 ? db_do_re4 : counter2==1 ? db_do_re3 : counter2==2 ? db_do_re2 : counter2==3 ? db_do_re : 0;
assign  bf_sp_im = bf_en ? y0_im : counter2==0 ? db_do_im4 : counter2==1 ? db_do_im3 : counter2==2 ? db_do_im2 : counter2==3 ? db_do_im : 0;
always @(posedge clk or posedge rst) begin
    if (rst) begin
        bf_sp_en <= 1'b0;
        do_en <= 1'b0;
    end else begin
        bf_sp_en <= bf_start ? 1'b1 : bf_end ? 1'b0 : bf_sp_en;
        do_en <= bf_sp_en;
    end
end
assign bf_start = counter == 3'd3;
assign bf_end = counter2 == 3'd3;
always @(posedge clk) begin
    do_re <= bf_sp_re;
    do_im <= bf_sp_im;
end
endmodule
```
**flow/run.sh**
```bash
#!/bin/bash
# OpenROAD 26Q1-2900-gdf79404cd8, Yosys 0.63+post, stock flow scripts
make -C /OpenROAD-flow-scripts/flow DESIGN_CONFIG=/design/flow/config.mk WORK_HOME=/design/flow/orfs finish
```
==> results.txt <==
Setup slack, reg-to-reg - 650 ps
Max_slew headroom - 0.2404
Chip Area, Yosys - 155700 sq um
Vias per cell - 4.994
Area fraction in compound gates - 0.1005
MUX area fraction - 0.005313
Seq share, synth - 0.04106
Largest net degree at the start of global routing - 57
Wire length per cell - 26.29 microns
Post-route ant nets - 0
Yosys reg bits - 317
Worst EP required - 16300 ps
XORs/XNORs by Area - 0.07648
Slew Limit Fails - 0
RSZ-0062 raised after global routing - true
Clk_skew - 74.12 ps
Ys async rst share - 0.02839
Met3 usage - 0.1696
Pre-Repair DR Iteration Count - 6
Status - complete, no violations
Peak Freq - 65.37 MHz
Chip Width - 625.8 microns
Cell total in the yosys stat output - 16727
Startpoint types - input pin
DP Area - 173000 sq um
# fillers - 37429
FF+latch area - 6406 sq um
Cell area after layout - 175000 sq um
Die H - 625.8 microns
Yosys warns - 14
CTS sink cnt - 317
FP Util - 0.4027
Hold Vio Cnt, Final - 0
Cells on Worst Hold Path - 0
Final hold slack - 302.5 ps
R2R Path Start - DB4.buf_im[0][0]
Most heavily used metal layer in global routing - met2
Core Rows - 228
Worst-path clk slew - 70 ps
CTS Buf Count - 46
PortBufs - 60
R2R Path End - DB2.buf_im[0][13]
First-pass GRT wire length - 871600 microns
Late-Pin Clk Latency - 710 ps
Num ports - 61
CP most frequent cell - xnor2_1
Number of enable flip-flop cells - 0
Slowest CP cell - fa_1
Tool warnings - 596
Reg2Reg Depth - 52
Simple-Gate Area Share - 0.06088
WL final - 613400 microns
Worst Hold Launch - DB2.buf_im[1][11]
Max cap viols - 0
Setup violators final - 0
Comb area leader - adder cells
Synthesized area per cell - 9.305 sq um
CTS tree - yes
Gr usage total - 0.3354
Worst path max stage delay - 500 ps
Fraction of layout cells with a size suffix above 1 - 0.09297
Met2 usage - 0.4832
Adder share - 0.6081
1st-iter DRT viols - 5842
Via count - 116514
Setup TNS - 0 ps
CP Capture Type - register
H-Tree Depth - 2
Final period util - 0.9744
Grt met1 use - 0.4279
Gate Area - 133100 sq um
Synth-to-layout area growth - 12.40%
DIE AREA - 391600 sq um
Synthesized cell area - 155700 sq um
Min Tclk post-route - 15300 ps
Worst hold path class - reg -> reg
Max FO, Critical Path - 5
Critical path class - in -> reg
Global route overflow - 0
Mapped Cells - 16727
Antenna violations before repair - 21
DRC Markers - 0
Yosys cell types - 92
Clock Tree Buf Depth - 3
GP Congestion - 1.091
Main flop type - dfxtp_1
Worst hold path endpoint - DB2.buf_im[2][11]
Vias in the first global route - 119857
CP arrival - 15900 ps
Core Region - 386500 sq um
CTS root buf - clkbuf_16
Worst-Margin Slew - 1135 ps
DP HPWL - 559300 microns
sequential cells by signal, summed over array words and instances, names as in the netlist, 3 cells and up:
name,count
DB1.buf_im,56
DB1.buf_re,56
DB2.buf_im,42
DB2.buf_re,42
DB3.buf_im,28
DB3.buf_re,28
DB4.buf_im,14
DB4.buf_re,14
counter,3
counter2,3
do_im,14
do_re,14
cell usage after synthesis, drive strengths merged, types with 85 or more instances:
library cell,number,area (sq um)
nand2,434,1629
fa,2480,49650
a21o,223,1674
nor3,159,795.8
dfxtp,308,6166
nor2b,154,963.4
nand2b,160,1003
o21a,169,1269
a21boi,85,638.1
xnor2,884,7742
inv,4379,16440
o21ai,539,2698
o21bai,170,1291
nor2,662,2485
xor2,443,3887
ha,3595,44980
nand3,141,705.7
a21oi,763,3822
how the worst max path moves through the flow:
| stage | start | endpoint | slack, ps | depth (start not counted) |
|---|---|---|---|---|
| 6_report | di_im[1] | DB4.buf_im[0][13] | 400 | 56 |
| 4_1_cts | di_im[7] | DB4.buf_im[0][13] | 50 | 56 |
| 5_1_grt | di_im[1] | DB4.buf_im[0][13] | -210 | 56 |
cells in the final DEF, fill, tap and decap left out, types with 21 or more instances in the layout:
| cell | count |
|---|---|
| o21a_1 | 169 |
| or3_1 | 43 |
| inv_1 | 4375 |
| mux2i_1 | 49 |
| a22o_1 | 32 |
| o41ai_1 | 21 |
| clkdlybuf4s50_1 | 54 |
| nand2b_1 | 159 |
| xor2_1 | 435 |
| nand2_1 | 432 |
| or2_2 | 73 |
| and2_1 | 29 |
| buf_4 | 1345 |
| nand3_1 | 141 |
| o21bai_1 | 167 |
| dfxtp_1 | 305 |
| nor2b_1 | 149 |
| nor3_1 | 153 |
| ha_1 | 3590 |
| a21boi_0 | 80 |
| xnor2_2 | 33 |
| fa_1 | 2479 |
| nor2_1 | 661 |
| clkbuf_16 | 48 |
| o21ai_0 | 513 |
| nand4_1 | 27 |
| and3_1 | 57 |
| xnor2_1 | 850 |
| a31oi_1 | 39 |
| o31ai_1 | 44 |
| o211ai_1 | 26 |
| a311oi_1 | 45 |
| mux2_2 | 29 |
| o21ai_1 | 24 |
| a21oi_1 | 754 |
| a21o_1 | 223 |
| a211oi_1 | 64 |
cell families after synthesis:
group / count (synthesis)
AND-OR/OR-AND: 2451
XOR/XNOR: 1339
adder cells (fa/ha/maj): 6077
buffers and inverters: 4464
flip-flops: 317
multiplexers: 79
AND/OR/NAND/NOR: 2000
final cells by class:
| class | instances | area share |
|---|---|---|
| clock inverter | 34 | 0.002038 |
| inverter | 4381 | 0.09399 |
| sequential | 317 | 0.03662 |
| tap | 5175 | 0.03701 |
| multi-input combinational | 11946 | 0.7608 |
| antenna | 11 | 0.0001573 |
| timing repair buffer | 1418 | 0.06239 |
| clock buffer | 50 | 0.007023 |
worst max-delay path: cells and delay by family:
family	cells	cell delay (ps)
AND-OR/OR-AND	11	1910
XOR/XNOR	16	2620
adder cells (fa/ha/maj)	16	6180
AND/OR/NAND/NOR	4	990
buffers and inverters	9	1060
per-stage QoR:
step,std cells,utilization,setup WS (ps)
finish,23332,0.4526,402.3
global route,23322,0.4525,-208.2
CTS,23318,0.4517,48.50
detailed placement,23234,0.4475,-768.7
global placement,23234,0.4475,-692.3
floorplan,16727,-,466.8
repair_timing:
item,CTS,global route
resized,1,79
hold buffers,0,0
endpoints found under the setup margin,1,4
pin swaps,0,21
buffers inserted,0,3
metal layers:
metal  wire [microns]  part of all wire
met1           238500              0.39
met2           260600              0.42
met3            76680              0.13
met4            37280             0.061
met5              373           0.00061
